<file path="/design/flow/design.v">
module MEM_WB_Register (
    input wire clk,
    input wire rst,
    input wire [31:0] inALUResult,
    input wire [31:0] inReadData,
    input wire [4:0] inWriteReg,
    input wire inMemToReg,
    input wire inRegWrite,
    output reg [31:0] outALUResult,
    output reg [31:0] outReadData,
    output reg [4:0] outWriteReg,
    output reg outMemToReg,
    output reg outRegWrite
);
    always @(posedge clk or posedge rst) begin
        if (rst) begin
            outALUResult <= 32'b0;
            outReadData <= 32'b0;
            outWriteReg <= 5'b0;
            outMemToReg <= 1'b0;
            outRegWrite <= 1'b0;
        end else begin
            outALUResult <= inALUResult;
            outReadData <= inReadData;
            outWriteReg <= inWriteReg;
            outMemToReg <= inMemToReg;
            outRegWrite <= inRegWrite;
        end
    end
endmodule
</file>
<file path="/design/flow/run.sh">
#!/bin/bash
# OpenROAD 26Q1-2900-gdf79404cd8, Yosys 0.63+post, stock flow scripts
make -C /OpenROAD-flow-scripts/flow DESIGN_CONFIG=/design/flow/config.mk WORK_HOME=/design/flow/orfs finish
</file>
<file path="/design/flow/constraint.sdc">
current_design MEM_WB_Register

set clk_period 1.0
set clk_io_pct 0.2

create_clock -name clk0 -period $clk_period [get_ports {clk}]

set non_clock_inputs [all_inputs -no_clocks]
set_input_delay [expr $clk_period * $clk_io_pct] -clock clk0 $non_clock_inputs
set_output_delay [expr $clk_period * $clk_io_pct] -clock clk0 [all_outputs]
</file>
<file path="/design/flow/config.mk">
export PLATFORM = sky130hd
export DESIGN_NAME = MEM_WB_Register
export DESIGN_NICKNAME = MEM_WB_Register
export VERILOG_FILES = /design/flow/design.v
export SDC_FILE = /design/flow/constraint.sdc
export NUM_CORES = 4
export LEC_CHECK = 1
export CORE_UTILIZATION = 50
</file>
==> design notes <==
For the initial cell density of the core, the log shows 0.5294. The run stopped with a tool error. Per the OpenROAD floorplan log, the width of the die is 61.68 um. The vertical die dimension reported for this design is 61.68 um.

The last stage reached is detailed placement (3_5_place_dp). The first error in the log reads "[ERROR DPL-0036] Detailed placement failed". Gate count after technology mapping: 72. After synthesis, the mean cell area works out to 24.73 um2. Number of ports placed on the die boundary: 144. The number of cells in the yosys synthesis report came out at 72.

After floorplanning, the core was divided into 21 placement rows. The final weighted congestion in routability-driven placement was 0.7312; the post-synthesis sequential element count was 71. The number of different library cells used by synthesis comes to 2. The area recorded from the Yosys report for this design is 1780 um2.

The synthesized area is 1780 um2, and the total of warnings raised by yosys is 1. The run gives 0.9979 for the sequential share of the synthesized area. The count of buffers inserted at the top-level ports was 143.
-- stage by stage --
stage / area (um2) / power (mW) / instances
floorplan: 1784 / 3.109 / 72
global placement: 3333 / 3.730 / 264
-- synthesized netlist by cell type --
| master | instances | area, um2 |
|---|---|---|
| sky130_fd_sc_hd__dfrtp_1 | 71 | 1777 |
| sky130_fd_sc_hd__inv_1 | 1 | 3.750 |
-- logic make-up after synthesis --
kind of cell,synth area share
DFF,0.9979
buffers and inverters,0.002106
No activity file was given, so power comes from the tool's default toggle rates.
